==> flow/design.v <==
module mult #(parameter XLEN = 32, parameter NUM_STAGE = 4) (
				input clock, reset,
				input start,
				input [1:0] sign,
				input [XLEN-1:0] mcand, mplier,
				output [(2*XLEN)-1:0] product,
				output done
			);
	logic [(2*XLEN)-1:0] mcand_out, mplier_out, mcand_in, mplier_in;
	logic [NUM_STAGE:0][2*XLEN-1:0] internal_mcands, internal_mpliers;
	logic [NUM_STAGE:0][2*XLEN-1:0] internal_products;
	logic [NUM_STAGE:0] internal_dones;
	assign mcand_in  = sign[0] ? {{XLEN{mcand[XLEN-1]}}, mcand}   : {{XLEN{1'b0}}, mcand} ;
	assign mplier_in = sign[1] ? {{XLEN{mplier[XLEN-1]}}, mplier} : {{XLEN{1'b0}}, mplier};
	assign internal_mcands[0]   = mcand_in;
	assign internal_mpliers[0]  = mplier_in;
	assign internal_products[0] = 'h0;
	assign internal_dones[0]    = start;
	assign done    = internal_dones[NUM_STAGE];
	assign product = internal_products[NUM_STAGE];
	genvar i;
	for (i = 0; i < NUM_STAGE; ++i) begin : mstage
		mult_stage #(.XLEN(XLEN), .NUM_STAGE(NUM_STAGE)) ms (
			.clock(clock),
			.reset(reset),
			.product_in(internal_products[i]),
			.mplier_in(internal_mpliers[i]),
			.mcand_in(internal_mcands[i]),
			.start(internal_dones[i]),
			.product_out(internal_products[i+1]),
			.mplier_out(internal_mpliers[i+1]),
			.mcand_out(internal_mcands[i+1]),
			.done(internal_dones[i+1])
		);
	end
endmodule
module mult_stage #(parameter XLEN = 32, parameter NUM_STAGE = 4) (
					input clock, reset, start,
					input [(2*XLEN)-1:0] mplier_in, mcand_in,
					input [(2*XLEN)-1:0] product_in,
					output logic done,
					output logic [(2*XLEN)-1:0] mplier_out, mcand_out,
					output logic [(2*XLEN)-1:0] product_out
				);
	parameter NUM_BITS = (2*XLEN)/NUM_STAGE;
	logic [(2*XLEN)-1:0] prod_in_reg, partial_prod, next_partial_product, partial_prod_unsigned;
	logic [(2*XLEN)-1:0] next_mplier, next_mcand;
	assign product_out = prod_in_reg + partial_prod;
	assign next_partial_product = mplier_in[(NUM_BITS-1):0] * mcand_in;
	assign next_mplier = {{(NUM_BITS){1'b0}},mplier_in[2*XLEN-1:(NUM_BITS)]};
	assign next_mcand  = {mcand_in[(2*XLEN-1-NUM_BITS):0],{(NUM_BITS){1'b0}}};
	always_ff @(posedge clock) begin
		prod_in_reg      <= product_in;
		partial_prod     <= next_partial_product;
		mplier_out       <= next_mplier;
		mcand_out        <= next_mcand;
	end
	always_ff @(posedge clock) begin
		if(reset) begin
			done     <= 1'b0;
		end else begin
			done     <= start;
		end
	end
endmodule
==> flow/run.sh <==
#!/bin/bash
# OpenROAD 26Q1-2900-gdf79404cd8, Yosys 0.63+post, stock flow scripts
make -C /OpenROAD-flow-scripts/flow DESIGN_CONFIG=/design/flow/config.mk WORK_HOME=/design/flow/orfs finish
==> flow/config.mk <==
export PLATFORM = sky130hd
export DESIGN_NAME = mult
export DESIGN_NICKNAME = mult
export VERILOG_FILES = /design/flow/design.v
export SDC_FILE = /design/flow/constraint.sdc
export NUM_CORES = 4
export LEC_CHECK = 1
export CORE_UTILIZATION = 30
==> flow/constraint.sdc <==
current_design mult

set clk_period 27.1
set clk_io_pct 0.2

create_clock -name clk0 -period $clk_period [get_ports {clock}]

set non_clock_inputs [all_inputs -no_clocks]
set_input_delay [expr $clk_period * $clk_io_pct] -clock clk0 $non_clock_inputs
set_output_delay [expr $clk_period * $clk_io_pct] -clock clk0 [all_outputs]
==> flow_summary.json <==
{
  "status": "completed",
  "rsz0062_at_grt": "false",
  "top_cell_area_share": 0.427,
  "area_leaders": "fa_1 (43%), dfxtp_1 (16%), inv_1 (8.5%)",
  "log.warning_count": 26,
  "yosys_warnings": 1,
  "gp_congestion": 0.948,
  "io_pins": 134,
  "start_kind": "primary input",
  "routed_via_density": 4.49,
  "drt_wl_total_mm": 143,
  "rows": 159,
  "first_pass_iters": 7,
  "synth.yosys.seq_area_share": 0.160,
  "finalCriticalPeriod_ps": 12320,
  "ys_ff": 456,
  "grt_pass1_vias": 41800,
  "grt_pass1_wl_mm": 232,
  "antenna_found_initial": 4,
  "end_kind": "flop",
  "vias": 38100,
  "worst_pin_slew_ps": 1000,
  "route.detailed.drc": 0,
  "cap_violations": 0,
  "cp.required_ps": 27650,
  "grt_overflow": 0,
  "finalSetupTns_ps": 0,
  "finClkSkew_ps": 54.0,
  "synth_area_per_cell_um2": 9.64,
  "cts_buffer_depth": 3,
  "yosys.area.top_type": "fa_1",
  "area_delta_synth_final_pct": 10.1,
  "ant_nets": 0,
  "wl_per_cell_um": 16.9,
  "path_class": "in2reg",
  "synth_area_um2": 57200,
  "slew_headroom": 0.326,
  "coreArea_um2": 189000,
  "largest_register_ffs": 192,
  "register_area_um2": 9130,
  "cts_inserted_buffers": 52,
  "place_hpwl_mm": 115,
  "fp_util": 0.303,
  "clock-sinks": 456,
  "die_h_um": 439,
  "path_cells": "clkdlybuf4s50_1 > buf_4 > and2_0 > nand2_1 > inv_1 > fa_1 > fa_1 > fa_1 > fa_1 > fa_1 > fa_1 > ha_1 > nand2_1 > o21ai_0 > a21o_1 > o31a_1 > o21ai_2 > o41ai_4 > a211oi_2 > o311ai_2 > nand2_1 > a21o_1",
  "grt_usage": 0.162,
  "setup_viol": 0,
  "cts_resized": 0,
  "ys.flop_type": "dfxtp_1",
  "fp.dieW_um": 439,
  "comb_area_um2": 41900,
  "chipArea_um2": 192000,
  "cp_slowest_stage_delay_ps": 730,
  "synthCells": 5934,
  "clk_pin_slew_ps": 60,
  "hp-class": "reg2reg",
  "ctsHoldBuffers": 0,
  "synth-edff-count": 0,
  "drive_above_1_share": 0.0364,
  "nFillCells": 18900,
  "place_area_um2": 61000,
  "cts.htree.levels": 2,
  "first_iter_violations": 1522,
  "stdcell_area_um2": 62900,
  "clkLatencyLatePin_ps": 680,
  "synth_stat.cells": 5934,
  "drv_slew": 0,
  "cp_common_cell": "fa_1",
  "common_cells": "inv_1 (1290), fa_1 (1219), nand2_1 (801), dfxtp_1 (456), and2_1 (408)",
  "cts_tree": "yes",
  "port_buffers": 133,
  "critPathArrivalTime_ps": 12870,
  "postCtsSetupRepairBufs": 0,
  "synth-async-reset-ratio": 0,
  "yosys_area_um2": 57200,
  "crit_fanout": 21,
  "critPathSlowestCell": "and2_0",
  "clock-root-buffer": "clkbuf_16",
  "ys_types": 93,
  "max_freq_mhz": 81.2,
  "grt_max_degree": 35,
  "period_used_share": 0.454,
  "hold_viol": 0,
  "synth.most_common_cell": "inv_1"
}
[worst max-delay path, delay by kind of cell]
family	cells	cell delay, ps
fa+ha+maj	7	3330
compound gates	8	1960
simple gates	4	1270
buf+inv	3	880
[kinds of logic (layout without fill, tap and decap cells)]
kind of cell               after synthesis  in the layout  share of synthesized area
AOI/OAI and AO/OA                      614            614                     0.0718
xor gates and xnor gates               236            236                     0.0362
adders and majority gates             1539           1539                      0.497
buffers and inverters                 1545           1602                      0.107
DFF                                    456            456                      0.160
muxes                                    4              4                   0.000722
other                                    0              3                          0
and+or+nand+nor                       1540           1540                      0.128
[through the flow]
step / hold WS, ps / util / worst slack (ps) / cells
2_1_floorplan: 310 / - / 15630 / 5934
3_3_place_gp: 311 / 0.323 / 14150 / 8389
3_5_place_dp: 312 / 0.323 / 14100 / 8389
4_1_cts: 327 / 0.334 / 14830 / 8486
5_1_grt: 330 / 0.334 / 14440 / 8487
6_report: 324 / 0.334 / 14780 / 8489
[final cells by class]
cell class	count	area share
Antenna cell	3	0.000119
Clock buffer	59	0.0216
Clock inverter	38	0.00938
Inverter	1290	0.0769
Multi-Input combinational cell	3933	0.666
Sequential cell	456	0.145
Tap cell	2495	0.0496
Timing Repair Buffer	215	0.0309
[placed cells by master (no fill, tap or decap), types with 27 or more instances in the layout]
master,Yosys,routed
inv_1,1290,1290
fa_1,1219,1219
nand2_1,801,801
dfxtp_1,456,456
and2_1,408,408
ha_1,320,320
a21oi_1,183,183
xnor2_1,178,178
clkdlybuf4s50_1,0,133
o21ai_0,109,109
nor2_1,109,109
a21o_1,101,101
buf_4,64,82
xor2_1,58,58
clkbuf_16,0,52
o21a_1,39,39
nor2b_1,33,33
o21bai_1,32,32
nand3_1,31,31
nand2b_1,29,29
nor3_1,27,27
[metal layers]
layer | vias up | wire length (µm) | track usage | share of wire
li1 | 17700 | - | - | -
met1 | 18800 | 59800 | 0.214 | 0.42
met2 | 1390 | 63600 | 0.243 | 0.44
met3 | 153 | 17400 | 0.0865 | 0.12
met4 | 6 | 2500 | 0.0260 | 0.017
met5 | - | 123 | 0.00546 | 0.00086
[path summary, 6_finish.rpt]
kind	from	to	slack, ps	cells past startpoint
max reg2reg	mstage[0].ms.mplier_out[1]	mstage[1].ms.partial_prod[59]	19680	24
min	mstage[0].ms.mplier_out[16]	mstage[1].ms.mplier_out[0]	320	0
min reg2reg	mstage[0].ms.mplier_out[16]	mstage[1].ms.mplier_out[0]	320	0
max	mcand[31]	mstage[0].ms.partial_prod[63]	14780	22
